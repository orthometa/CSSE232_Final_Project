==> /design/flow/design.v <==
`timescale 1ns / 1ps
module reg16(
    input writeEnable,
    input [15:0] data,
    input clk,
    output [15:0] read
    );
	always @(posedge clk)
	read <= data; 
endmodule
==> /design/flow/run.sh <==
#!/bin/bash
# OpenROAD 26Q1-2900-gdf79404cd8, Yosys 0.63+post, stock flow scripts
make -C /OpenROAD-flow-scripts/flow DESIGN_CONFIG=/design/flow/config.mk WORK_HOME=/design/flow/orfs finish
==> /design/flow/config.mk <==
export PLATFORM = sky130hd
export DESIGN_NAME = reg16
export DESIGN_NICKNAME = reg16
export VERILOG_FILES = /design/flow/design.v
export SDC_FILE = /design/flow/constraint.sdc
export NUM_CORES = 4
export LEC_CHECK = 1
export CORE_AREA = 10 10 70 70
export DIE_AREA = 0 0 80 80
==> /design/flow/constraint.sdc <==
current_design reg16

set clk_period 1.0
set clk_io_pct 0.2

create_clock -name clk0 -period $clk_period [get_ports {clk}]

set non_clock_inputs [all_inputs -no_clocks]
set_input_delay [expr $clk_period * $clk_io_pct] -clock clk0 $non_clock_inputs
set_output_delay [expr $clk_period * $clk_io_pct] -clock clk0 [all_outputs]
==> flow_metrics.env <==
# source this file to load flow results
export IMPL_crit_chain="buf_2"
export IMPL_rsz0062_at_grt="no"
export IMPL_regMostFlops="read"
export IMPL_hp_start="data[11]"
export IMPL_antenna_found_initial=0
export IMPL_min_period_over_period_pct=89.99
export IMPL_hold_end="read[11]"
export IMPL_worst_setup_path_end_kind="output pin"
export IMPL_fin_crit_ps=899.9
export IMPL_vias_per_cell=2.500
export IMPL_start_kind="register"
export IMPL_numCtsBuffers=3
export IMPL_htreeDepth=1
export IMPL_combGateArea_um2=0
export IMPL_ys_area_um2=320.3
export IMPL_die_h_um=80
export IMPL_setup_tns_final_ps=0
export IMPL_crit_path_max_incr_delay_ps=310
export IMPL_cts_sinks=16
export IMPL_syn_area_um2=320.3
export IMPL_portBuffers=32
export IMPL_leakagePower_nw=0.2844
export IMPL_avgSynthCellArea_um2=20.02
export IMPL_drtIter0Drc=3
export IMPL_placed_area_um2=698.2
export IMPL_ys_warn_count=2
export IMPL_ir_drop_uv=279.4
export IMPL_fmax_mhz=1111
export IMPL_wirelength_mm=1.033
export IMPL_path_buffers=1
export IMPL_diodes=0
export IMPL_clk_pin_slew_ps=100
export IMPL_grt_pass1_vias=288
export IMPL_ys_types=1
export IMPL_warnings=26
export IMPL_worstPathMaxFanout=1
export IMPL_worst_endpoint_required_ps=800
export IMPL_cap_viol_max_count=0
export IMPL_synth_flops=16
export IMPL_top_regs="read x16"
export IMPL_drt_antenna_violating_nets=0
export IMPL_drc=0
export IMPL_nFillCells=393
export IMPL_crit_slowest_cell="dfxtp_1"
export IMPL_hold_depth=1
export IMPL_first_pass_iters=2
export IMPL_power_density_nw_per_um2=1802
export IMPL_root_buffer="clkbuf_4"
export IMPL_area_growth_pct=106.6
export IMPL_arrival_ps=700
export IMPL_ys_seq_share_pct=100.0
export IMPL_fp_util_pct=9.377
export IMPL_setup_viol=0
export IMPL_grt_usage_pct=3.104
export IMPL_largest_register_ffs=16
export IMPL_drive_gt1_share_pct=50.00
export IMPL_ys_cells=16
export IMPL_timing_slew_headroom_pct=93.60
export IMPL_fin_area_um2=661.9
export IMPL_num_multi_input_gates=0
export IMPL_vias=245
export IMPL_tritoncts="done"
export IMPL_cts_buffer_depth=2
export IMPL_grt_max_degree=10
export IMPL_fp_row_count=21
export IMPL_routabilityCongestion=0.6791
export IMPL_core_area_um2=3416
export IMPL_dieArea_um2=6400
export IMPL_wl_per_cell_um=10.54
export IMPL_fin_util_pct=19.38
export IMPL_netlist_instances=16
export IMPL_crit_family="flip-flops"
export IMPL_final_max_slew_viol_count=0
export IMPL_grt_pass1_wl_mm=1.559
export IMPL_status="complete, no violations"
export IMPL_die_x_um=80
export IMPL_pin_count=34
export IMPL_worst_slew_pin_slew_ps=95.94
export IMPL_hold_class="in -> reg"
export IMPL_gr_total_overflow=0
export IMPL_ctsHoldBuffers=0
export IMPL_crit_type="reg -> out"
export IMPL_hold_violations=0
## cell usage after synthesis
cell | number | share of area, %
dfxtp_1 | 16 | 100
## how the worst max path moves through the flow
stage	from	end	slack (ps)	depth (start not counted)
finish	read[0]	read[0]	100	1
CTS	read[2]	read[2]	1	1
global route	read[14]	read[14]	60	1
## stage by stage
step	worst slack, ps	instances	hold WS (ps)	power [W]
final	100.1	98	345.1	0.001192
after global routing	58.51	98	319.3	0.001261
after CTS	1.385	98	336.7	0.001235
after detailed placement	20.74	94	651.7	0.0008171
after global placement	22.67	94	651.2	0.0008156
after floorplan	538.5	16	227.7	0.0006848
## report_power, final
group / switching (W) / internal (W) / leakage, nW
Clock: 0.000203 / 0.000221 / 0.0210
Sequential: 0.00000760 / 0.000673 / 0.135
Combinational: 0.0000128 / 0.0000742 / 0.128
## layer usage
layer	up-vias	GRT usage [%]	routed length, µm
met5	-	0	0
met4	0	0.7042	0
met3	0	1.250	60
met2	8	5.377	581
met1	116	3.467	391
li1	121	-	-
## what timing repair did
action                                  CTS  global route
gates cloned                              0             0
gates resized                            35            19
buffers inserted                          0             0
endpoints found under the setup margin   16            13
## cell families (layout without fill, tap and decap cells)
family	after synthesis	in the layout	synth area share [%]
buffers and inverters	0	36	0
flip-flops	16	16	100.0
## final cells by class
class | instances | area (µm²) | share of cell area, %
clock buffer | 4 | 36.28 | 5.482
sequential | 16 | 327.8 | 49.53
tap | 46 | 57.56 | 8.696
timing repair buffer | 32 | 240.2 | 36.29
## layout by cell type (no fill, tap or decap)
cell type and n:
buf_2 3, clkbuf_2 13, clkbuf_4 3, clkbuf_8 1
clkdlybuf4s50_1 16, dfxtp_1 10, dfxtp_2 6
Power figures rest on the tool's default switching activity, not on a simulated workload.
