==> design.v <==
`timescale 1ns / 1ps
module addsub(
    input [15:0] A,
    input [15:0] B,
    input op,	 
	 output reg [15:0] out
    );
		always begin
			if (op)
				out <= A - B;
			else 
				out <= A + B;
		end
endmodule
==> run.sh <==
#!/bin/bash
# OpenROAD 26Q1-2900-gdf79404cd8, Yosys 0.63+post, stock flow scripts
make -C /OpenROAD-flow-scripts/flow DESIGN_CONFIG=/design/flow/config.mk WORK_HOME=/design/flow/orfs finish
==> config.mk <==
export PLATFORM = sky130hd
export DESIGN_NAME = addsub
export DESIGN_NICKNAME = addsub
export VERILOG_FILES = /design/flow/design.v
export SDC_FILE = /design/flow/constraint.sdc
export NUM_CORES = 4
export LEC_CHECK = 1
export CORE_AREA = 10 10 93 93
export DIE_AREA = 0 0 103 103
==> constraint.sdc <==
current_design addsub

set clk_period 11.8
set clk_io_pct 0.2

create_clock -name clk0 -period $clk_period

set non_clock_inputs [all_inputs -no_clocks]
set_input_delay [expr $clk_period * $clk_io_pct] -clock clk0 $non_clock_inputs
set_output_delay [expr $clk_period * $clk_io_pct] -clock clk0 [all_outputs]
==> reports/metrics.yaml <==
worstHoldStart: "A[0]"
drive_gt1_share_pct: 3.804
drt_iter0_drc: 57
synth-simple-area-share_pct: 20.10
intPower_mw: 0.06940
ys_sh_aoi_pct: 27.18
yosys_warnings: 1
fp_util_pct: 14.65
drv_slew: 0
viasPerCell: 4.095
synthMuxAreaShare_pct: 1.011
topCellsByArea: "xnor2_1, ha_1, a21oi_1"
top_area_share_pct: 20.35
final_core_util_pct: 23.33
holdPathStages: 5
syn_area_per_cell_um2: 7.277
layout_min_cycle_time_ns: 8.224
status: "complete, no violations"
crit_chain: "clkdlybuf4s50_1 > inv_1 > ha_1 > nand2b_1 > or4_1 > nor3_1 > nor2_1 > xnor2_1 > ha_1 > nand4_1 > o22a_2 > or3_1 > a31oi_1 > xnor2_1 > clkdlybuf4s50_1"
clockPowerShare_pct: 0
antenna_found_initial: 0
firstDrtPassIters: 3
relSlewSlack_pct: 64.84
hold_viol_final: 0
cap_violations: 0
cts_hold_buffers: 0
worstMarginPinSlew_ns: 0.5258
dpl.hpwl_um: 2911
most_common_cell: "xnor2_1"
switching_share_pct: 38.32
cellLeakagePower_nw: 0.6194
drtAntennaViolNets: 0
adder_share_pct: 22.25
cp-start-kind: "input port"
pwr_density_cell_mw_per_mm2: 71.37
finalPower_mw: 0.1125
top_logic_kind: "AND-OR/OR-AND gates"
xor_area_share_pct: 25.66
timing.final.crit_share_pct: 69.70
setup_violations: 0
p_comb_share_pct: 100.0
grt_pass1_vias: 1158
design.seq.count: 0
core-area_mm2: 0.006756
diodes: 0
yosys.stat.chipArea_um2: 989.7
synth_area_um2: 989.7
warnings: 32
io_buffers: 49
chipArea_mm2: 0.01061
max_stage_delay_ns: 0.50
seq_area_um2: 0
critPathSlowestCell: "clkdlybuf4s50_1"
synth.distinct_cells: 35
globalplace.congestion: 0.8129
dpl.cell_count: 264
clkbuf_count: 0
fmax_ghz: 0.1216
whs_endpoint: "out[0]"
grtUsageTotal_pct: 5.966
grt_first_pass_wirelength_um: 5147
hold_class: "input port to output pin"
cts_setup_buffers: 0
area_delta_synth_final_pct: 59.29
ioPinCount: 49
grt_max_degree: 16
die_width_um: 103
switchingPower_mw: 0.04312
rows: 30
crit_fanout: 5
worstPathArrival_ns: 5.86
grt_overflow_total: 0
syn_inst: 136
ir_worst_vdd_uv: 28.12
drcViolationCount: 0
wirelength_um: 3163
yosys-top-cells-count: "xnor2_1, a21oi_1, ha_1"
worstPathRequired_ns: 9.44
ys_cells: 136
critical_path.endpoint_type: "output pin"
die_h_um: 103
cts_resized: 0
setup_tns_ns: 0
ys_seq_share_pct: 0
wire_per_inst_um: 11.98
largest_area_cell: "xnor2_1"
preCtsSetupSlack_ns: 3.571
p_seq_share_pct: 0
final-instance-count-excl-fill: 264
setup_ws_ns: 3.576
rsz0062_at_grt: "false"
vias: 1081
worstSetupPathType: "input port to output pin"
[worst max-delay path: cells and delay by family]
kind                       cells  cell delay (ns)
adders and majority gates      2             0.52
AOI/OAI and AO/OA              2             0.44
xor gates and xnor gates       2             0.29
and+or+nand+nor                6             1.26
buffers and inverters          3             1.01
[how the worst max path moves through the flow]
stage,start,end,slack [ns],cells after the start
6_report,B[0],out[12],3.58,15
5_1_grt,B[0],out[12],3.34,15
4_1_cts,B[0],out[12],3.57,15
[per-stage QoR]
stage                     hold WS, ns  area, um^2
after floorplan                 4.831       989.7
after global placement          5.740        1577
after detailed placement        5.727        1577
after CTS                       5.735        1577
after global routing            5.788        1577
final                           5.717        1577
[metal layers]
layer,up-vias,global-route usage (%),share of wire (%)
li1,589,-,-
met1,459,7.094,43
met2,31,10.04,45
met3,2,2.640,11
met4,0,0.5348,0.92
met5,-,0,0
[power by group through the flow]
stage | combinational [mW] | sequential [mW] | clock (mW)
CTS | 0.116 | 0 | 0
global route | 0.126 | 0 | 0
finish | 0.113 | 0 | 0
[placed cells by master, fill, tap and decap left out, types with 2 or more instances in the layout]
cell type        instances
clkdlybuf4s50_1         49
xnor2_1                 23
a21oi_1                 17
ha_1                    16
nor2_1                  14
inv_1                    9
xor2_1                   6
o21ai_0                  6
nand2_1                  6
nand2b_1                 5
a31oi_1                  4
nor3_1                   3
nor2b_1                  2
o211ai_1                 2
a21o_1                   2
[area by class of cell]
type | instances | area [um^2]
multi-input combinational | 126 | 952.2
tap | 80 | 100.1
inverter | 9 | 33.78
timing repair buffer | 49 | 490.5
fill | 746 | 5180
[logic make-up after synthesis]
logic type / Yosys count
buffers and inverters: 10
AOI/OAI and AO/OA: 40
adders and majority gates: 17
muxes: 1
and+or+nand+nor: 39
xor gates and xnor gates: 29
